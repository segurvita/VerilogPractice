## flow/design.v

```verilog
module control( clk, rst, count_in, count_start, g_out, y_out, r_out );
    input           clk;
    input           rst;
    input  [2:0]    count_in;
    output          count_start;
    output          g_out;
    output          y_out;
    output          r_out;
    reg             count_start;
    reg             g_out;
    reg             y_out;
    reg             r_out;
    reg    [1:0]  state, next_state;
    parameter [1:0] INIT     = 2'b00,
                    GREEN    = 2'b01,
                    YELLOW   = 2'b10,
                    RED      = 2'b11;
    always@( posedge clk ) begin
        if( rst == 1'b0 ) begin
            state <= INIT;
        end
        else begin
            state <= next_state;
        end
    end
    always@( state, count_in ) begin
        count_start <= 1'b0;
        g_out <= 1'b0;
        y_out <= 1'b0;
        r_out <= 1'b0;
        case (state)
            INIT:    begin
                count_start <= 1'b1;
                next_state <= GREEN;
            end
            GREEN: begin
                g_out <= 1'b1;
                if( count_in == 3'd6 ) begin
                    count_start <= 1'b1;
                    next_state <= YELLOW;
                end
                else begin
                    next_state <= GREEN;
                end
            end
            YELLOW: begin
                y_out <= 1'b1;
                if( count_in == 3'd2 ) begin
                    count_start <= 1'b1;
                    next_state <= RED;
                end
                else begin
                    next_state <= YELLOW;
                end
            end
            RED: begin
                r_out <= 1'b1;
                if( count_in == 3'd4 ) begin
                    count_start <= 1'b1;
                    next_state <= GREEN;
                end
                else begin
                    next_state <= RED;
                end
            end    
            default: begin
                next_state <= INIT;
            end
        endcase     
    end     
endmodule
```

## flow/run.sh

```bash
#!/bin/bash
# OpenROAD 26Q1-2900-gdf79404cd8, Yosys 0.63+post, stock flow scripts
make -C /OpenROAD-flow-scripts/flow DESIGN_CONFIG=/design/flow/config.mk WORK_HOME=/design/flow/orfs finish
```

## flow/config.mk

```make
export PLATFORM = sky130hd
export DESIGN_NAME = control
export DESIGN_NICKNAME = control
export VERILOG_FILES = /design/flow/design.v
export SDC_FILE = /design/flow/constraint.sdc
export NUM_CORES = 4
export LEC_CHECK = 1
export CORE_AREA = 10 10 70 70
export DIE_AREA = 0 0 80 80
```

## flow/constraint.sdc

```tcl
current_design control

set clk_period 1.0
set clk_io_pct 0.2

create_clock -name clk0 -period $clk_period [get_ports {clk}]

set non_clock_inputs [all_inputs -no_clocks]
set_input_delay [expr $clk_period * $clk_io_pct] -clock clk0 $non_clock_inputs
set_output_delay [expr $clk_period * $clk_io_pct] -clock clk0 [all_outputs]
```

==> flow_summary_export.csv <==
group,metric,value,unit
status,status,"finished with violations",
status,violations,"setup timing",
final_timing,fin_crit,1460,ps
grt,grt_pass1_vias,317,
setup_path,cp_max_fo,2,
floorplanning,die_h,80,um
routing,drt_wl_total,844,um
power_and_ir_drop,p_leak,0.209,nW
clock_tree,path_clk_slew,40,ps
placement,port_buffers,8,
floorplanning,rows,21,
final_timing,hold_viol_final,0,
final_timing,finalSetupViolCount,3,
synth,ys_cells,22,
setup_path,crit_path_end_kind,"primary output",
clock_tree,numCtsBuffers,3,
setup_path,arrival,1260,ps
synth,yosys.area.top_type,"dfxtp_1",
setup_path,crit_path_top_delay_cell,"a221o_1",
floorplanning,initial_core_util,5.93,%
final_timing,relSlewSlack,85.8,%
final_layout,largest_registers,"state (4)",
worst_hold_path,hold_path_class,"input pin to register",
routing,drt_iter0_drc,6,
final_timing,clock_skew,1.96,ps
placement,pre_cts_ws,-1000,ps
power_and_ir_drop,power_density,999,nW/um^2
job,warning_count,28,
clock_tree,cts_tree,"done",
floorplanning,die_w,80,um
final_layout,nFillCells,402,
synth,synth-async-reset-ratio,0,%
synth,synth_flops,4,
synth,synth-area-yosys,203,um^2
clock_tree,htree_num_levels,1,
routing,via_per_inst,2.73,
clock_tree,clkLatencyLatePin,240,ps
floorplanning,io_pins,9,
power_and_ir_drop,ir_drop,423,uV
setup_path,critical_path_required,800,ps
placement,dp_hpwl,600,um
placement,placed_area,419,um^2
routing,wl_per_cell,9.08,um
synth,yosysWarnings,1,
synth,synth.avg_cell_area,9.21,um^2
grt,grt_use_total,2.69,%
synth,edf_count,0,
final_timing,finalClockPeriodUsage,146,%
clock_tree,cts_root_buffer,"clkbuf_4",
job,maxCapViolCount,0,
routing,drtAntennaViolNets,0,
floorplanning,die-area,6400,um^2
final_timing,finalWorstSetupSlack,-465,ps
synth,syn-instance-count,22,
grt,grt_pass1_wl,1390,um
final_timing,rsz0062_at_grt,"yes",
synth,yosysSeqAreaShare,39.5,%
clock_tree,clock-sinks,4,
synth,ys_top_cells_by_count,"dfxtp_1, inv_1, a221oi_1, nand3b_1, nor2_1",
setup_path,path_class,"register to primary output",
final_timing,tightest_slew,210,ps
synth,flop_cell,"dfxtp_1",
routing,diodes,0,
floorplanning,core-area,3420,um^2
final_layout,areaGrowthSynthToFinish,144,%
clock_tree,postCtsHoldBufs,0,
setup_path,cp-start-kind,"register",
synth,top_cells_by_area,"dfxtp_1, a221oi_1, inv_1, nand3b_1, mux2_1",
final_timing,max_freq,683,MHz
setup_path,crit_path_max_incr_delay,330,ps
final_layout,largest_reg_flops,4,
synth,syn-cell-area,203,um^2
clock_tree,cts.path.max_buffers,2,
final_layout,layout-drive-gt1-share,61.7,%
routing,dr.pass1.iters,3,
routing,drc_errors,0,
synth,ys_types,13,
final_layout,final_area,494,um^2
synth,yosysTopAreaCellShare,39.5,%
final_layout,regMostFlops,"state",
placement,gp_congestion,0.766,
placement,dp.cells,86,
setup_path,crit_chain,"mux2_4, a221o_1, buf_2",
final_timing,final_max_slew_viol_count,0,
routing,via_count,254,
grt,antenna_found_initial,0,
grt,overflow,0,
final_layout,final_cells,93,
grt,grt_max_degree,6,
-- cell usage in the layout, fill, tap and decap left out --
master           synthesis  routed
a211oi_1                 1       1
a221o_1                  1       1
a221oi_2                 0       2
and2_2                   1       1
and2b_1                  1       1
buf_2                    0       2
buf_4                    0      11
buf_6                    0       5
clkbuf_4                 0       3
clkdlybuf4s50_1          0       1
dfxtp_1                  4       1
dfxtp_2                  0       3
dlygate4sd2_1            0       3
inv_1                    4       4
mux2_4                   0       1
nand3b_1                 2       2
nor2_1                   2       2
nor4bb_2                 0       1
o21ai_0                  1       1
or3b_1                   1       1
-- final cells by class --
class | instances | area, um^2 | area share (%)
flip-flops and latches | 4 | 83.8 | 17.0
inverters | 4 | 15.0 | 3.04
multi-input cells | 14 | 130 | 26.3
clock buffers | 3 | 22.5 | 4.56
repair buffers | 22 | 185 | 37.5
well taps | 46 | 57.6 | 11.6
-- worst paths after layout --
path                                     to  cells after the start  slack [ps]         from
worst max-delay path            count_start                      3        -460     state[1]
worst max register to register     state[3]                      4        -160     state[1]
worst min register to register     state[2]                      3         650     state[0]
worst min-delay path               state[3]                      3         460  count_in[2]
-- worst max-delay path, delay by kind of cell (launching register included) --
family                 cells  cell delay (ps)
AND-OR/OR-AND              1              330
flip-flops                 1              310
multiplexers               1              260
buffers and inverters      1              130
-- repair_timing --
| item | 4_1_cts | 5_1_grt |
|---|---|---|
| pin swaps | 2 | 2 |
| setup endpoints to repair | 7 | 6 |
| buffers inserted | 4 | 2 |
| gates resized | 20 | 6 |
-- layer usage --
layer | track usage [%] | routed length, um | up-vias
met5 | 0 | 0 | -
met4 | 0.880 | 0 | 0
met3 | 1.02 | 56 | 0
met2 | 3.69 | 326 | 7
met1 | 3.72 | 460 | 117
li1 | - | - | 130
-- where the power goes --
group	leakage (nW)	internal, W	switching, W
combinational	0.161	0.0000675	0.0000385
clock	0.0138	0.000135	0.0000800
sequential	0.0342	0.000168	0.00000414
total	0.209	0.000371	0.000123
-- metrics by stage --
step                total power, W  setup TNS (ps)  util (%)  hold slack (ps)
global route              0.000521            -813      14.5              469
floorplan                 0.000197           -21.9         -              288
CTS                       0.000491           -1060      14.0              438
finish                    0.000494            -709      14.5              459
detailed placement        0.000269           -2450      12.3              586
global placement          0.000269           -2380      12.3              584
-- cells by family (layout without fill, tap and decap cells) --
family | after synthesis | in the layout | share of synthesized area [%]
AND-OR/OR-AND | 5 | 5 | 19.8
buffers and inverters | 4 | 29 | 7.41
flip-flops | 4 | 4 | 39.5
multiplexers | 1 | 1 | 5.56
AND/OR/NAND/NOR | 8 | 8 | 27.8
Power is estimated from default activity; no workload was simulated.
