$ cat flow/config.mk
export PLATFORM = sky130hd
export DESIGN_NAME = adder
export DESIGN_NICKNAME = adder
export VERILOG_FILES = /design/flow/design.v
export SDC_FILE = /design/flow/constraint.sdc
export NUM_CORES = 4
export LEC_CHECK = 1
export CORE_AREA = 10 10 70 70
export DIE_AREA = 0 0 80 80
$ cat flow/run.sh
#!/bin/bash
# OpenROAD 26Q1-2900-gdf79404cd8, Yosys 0.63+post, stock flow scripts
make -C /OpenROAD-flow-scripts/flow DESIGN_CONFIG=/design/flow/config.mk WORK_HOME=/design/flow/orfs finish
$ cat flow/design.v
module adder( a, b, cin, sum, cout ) ;
input [3:0]     a;
input [3:0]     b;
input           cin;
output [3:0]    sum;
output          cout;
assign { cout, sum } = a + b + cin;
endmodule
$ cat flow/constraint.sdc
current_design adder

set clk_period 3.8
set clk_io_pct 0.2

create_clock -name clk0 -period $clk_period

set non_clock_inputs [all_inputs -no_clocks]
set_input_delay [expr $clk_period * $clk_io_pct] -clock clk0 $non_clock_inputs
set_output_delay [expr $clk_period * $clk_io_pct] -clock clk0 [all_outputs]
==> impl_metrics.ini <==
; physical design summary
[sta]
setup_viol = 0
fmax_mhz = 295
drv_slew = 0
finalClockPeriodUsage_pct = 89.2
max_slew_margin_pct = 89.4
hold_viol = 0
worstMarginPinSlew_ps = 157
min_period_ps = 3390
rsz0062_at_grt = false
setup_tns_ps = 0

[synth]
syn_area_sq_um = 144
avgSynthCellArea_sq_um = 8.99
netlist_instances = 16
ys_cells = 16
synth-area-yosys_sq_um = 144
synth.distinct_cells = 9
synth_seq_share_pct = 0
yosys_warnings = 0

[layout]
flops = 0
clockBufferCount = 0
layout-drive-gt1-share_pct = 3.33
area_delta_synth_final_pct = 137
lay_top_cells = clkdlybuf4s50_1, inv_1, ha_1
regArea_sq_um = 0
fill_cells = 398
final_common_cell = clkdlybuf4s50_1
finalNonFillerCells = 76

[routing]
vias_per_cell = 2.05
drt_wl_total_microns = 498
drc = 0
wl_per_cell_microns = 6.55
vias = 156
antennaDiodeCount = 0
initialDrtViolationCount = 0
first_pass_iters = 1
antenna_left = 0

[floorplan]
coreArea_sq_um = 3420
die_x_microns = 80
fp-row-count = 21
fp_util_pct = 4.21
fp.dieH_microns = 80
die_area_sq_um = 6400
io-pin-count = 14

[setup_path]
cp_max_fo = 2
crit_path_start_kind = input pin
crit_arrival_ps = 2630
endpoint_kind = output port
path_class = input pin to output port
cp_data_required_time_ps = 3040

[placed_design]
portBuffers = 14
dp.cells = 76
place_congestion = 0.772

[run]
cap_violations = 0
warnings = 35

[worst_hold_path]
hold_depth = 3
hold_class = input pin to output port
whs_endpoint = sum[0]
worstHoldStart = cin

[clocking]
cts_resized = 0
post-cts-setup-buffer-count = 0
cts_hold_repair.buffers = 0

[status]
status = finished clean

[power_and_ir_drop]
power.leakage_nw = 0.135
power.density_nw_per_um2 = 131
ir_drop_v = 0.0000133

[global_route]
overflow = 0
track_usage_pct = 1.55
antenna_found_initial = 0
grt_pass1_vias = 154
grt_max_degree = 4
grt_pass1_wl_microns = 779
power by group:
group | leakage (nW) | switching, W | internal [W]
registers | 0 | 0 | 0
logic | 0.135 | 0.0000126 | 0.0000320
clock network | 0 | 0 | 0
cells by family after synthesis:
family	count (synthesis)	synth area share, %
fa+ha+maj	5	53.9
buf+inv	4	10.4
compound gates	3	14.8
xor+xnor	2	12.2
simple gates	2	8.70
cell usage after synthesis:
cell type / number / share of area (%)
a21oi_2: 1 / 6.1
nor2b_1: 1 / 4.4
inv_1: 4 / 10
nand2b_1: 1 / 4.4
ha_1: 3 / 26
xnor2_1: 2 / 12
fa_1: 2 / 28
o21ai_0: 1 / 3.5
a21o_1: 1 / 5.2
metal layers:
metal  vias up  track usage, %  share of wire (%)
li1         79               -                  -
met3         0            1.25                 26
met4         0               0                  0
met5         -               0                  0
met1        65            2.32                 46
met2        12            1.69                 28
worst max path at each step:
stage,slack (ps),startpoint,end
5_1_grt,280,b[0],cout
6_report,410,a[0],cout
4_1_cts,390,a[0],cout
worst max-delay path, stage by stage:
cell             delay (ps)
clkdlybuf4s50_1         480
fa_1                    200
inv_1                    50
fa_1                    400
nor2b_1                 120
o21ai_0                  80
nand2b_1                 70
clkdlybuf4s50_1         460
cell type report:
cell class / instances / area (sq um) / area share [%]
inverters: 4 / 15.0 / 4.40
multi-input cells: 12 / 129 / 37.7
well taps: 46 / 57.6 / 16.8
repair buffers: 14 / 140 / 41.0
metrics by stage:
stage          total power, W  setup slack [ps]  hold slack [ps]  cell area [sq um]  utilization (%)
2_1_floorplan       0.0000141              1360             1620                144                -
3_3_place_gp        0.0000458               404             2610                342             10.0
3_5_place_dp        0.0000458               395             2600                342             10.0
4_1_cts             0.0000461               392             2610                342             10.0
5_1_grt             0.0000506               282             2620                342             10.0
6_report            0.0000446               412             2600                342             10.0
No activity file was given, so power comes from the tool's default toggle rates.
